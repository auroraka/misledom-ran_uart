### design.v
module machine_switcher(
   input wire rst,
   input wire clk,
   input wire clk_11,
   input wire [15:0] sw,
	output wire [17:0] ram_addr1,
	inout [15:0] ram_data1,
	output wire [17:0] ram_addr2,
	inout [15:0] ram_data2,
	output wire ram1OE,
	output wire ram2OE,
	output wire ram1WE,
	output wire ram2WE,
	output wire ram1EN,
	output wire ram2EN,
   	output reg [15:0] led,
   	output wire [6:0] dyp0,
   	output wire [6:0] dyp1,
   	output wire rdn,
   	output wire wrn,
	input wire data_ready,
	input wire tbre,
	input wire tsre,
	input wire[3:0] key
);
wire en_r;
wire [17:0] ram_addr1_r;
wire [15:0] ram_data1_r;
wire [17:0] ram_addr2_r;
wire [15:0] ram_data2_r;
wire ram1OE_r;
wire ram2OE_r;
wire ram1WE_r;
wire ram2WE_r;
wire ram1EN_r;
wire ram2EN_r;
wire [15:0] ledout_r;
wire [6:0] dyp0_r;
wire [6:0] dyp1_r;
wire rdn_r;
wire wrn_r;
wire en_u;
wire[7:0] data_u;
wire[1:0] mode_u;
wire[7:0] data_in_u;
wire wrn_u;
wire rdn_u;
wire[7:0] data_out_u;
wire ram1_oe_u;
wire ram1_we_u;
wire ram1_en_u;
wire[6:0] seg_show_u;
reg key3=1;
assign en_r=key3==0?0:1;
assign en_u=key3==0?0:1;
assign ram_addr1=key3==0?ram_addr1_r:0;
assign ram_addr2=key3==0?ram_addr2_r:0;
assign ram_data1[15:8]=key3==0?ram_data1_r[15:8]:0;
assign ram_data1[7:0]=key3==0?ram_data1_r[7:0]:data_u;
assign ram_data2=key3==0?ram_data2_r:0;
assign ram1OE=key3==0?ram1OE_r:ram1_oe_u;
assign ram1WE=key3==0?ram1WE_r:ram1_we_u;
assign ram1EN=key3==0?ram1EN_r:ram1_en_u;
assign ram2OE=key3==0?ram2OE_r:1;
assign ram2WE=key3==0?ram2WE_r:1;
assign ram2EN=key3==0?ram2EN_r:1;
always @(*) begin
	if (key3==0)
		begin
			led=ledout_r;
		end
	else
		begin
			led[15:8]=8'b0;
			led[7:0]=data_out_u;
		end
end
assign dyp0=key3==0?dyp0_r:seg_show_u;
assign dyp1=key3==0?dyp1_r:0;
assign rdn=rdn_u;
assign wrn=wrn_u;
ram_state_machine ram_state_machine0(
	.rst(rst),
   .clk(clk),
   .en(en_r),
   .sw(sw),
	.ram_addr1(ram_addr1_r),
	.ram_data1(ram_data1_r),
	.ram_addr2(ram_addr2_r),
	.ram_data2(ram_data2_r),
	.ram1OE(ram1OE_r),
	.ram2OE(ram2OE_r),
	.ram1WE(ram1WE_r),
	.ram2WE(ram2WE_r),
	.ram1EN(ram1EN_r),
	.ram2EN(ram2EN_r),
   .ledout(ledout_r),
   .dyp0(dyp0_r),
   .dyp1(dyp1_r),
   .rdn(rdn_r),
   .wrn(wrn_r)
 );
assign mode_u=sw[1:0];
assign data_in_u=sw[15:8];
 uart_controller uart_controller0(
 	.clk(clk_11),
	.rst(rst&en_u), 
	.data_ready(data_ready),
	.tbre(tbre),
	.tsre(tsre),
	.data(data_u),
	.mode(mode_u),
	.data_in(data_in_u),
	.wrn(wrn_u),
	.rdn(rdn_u),
	.data_out(data_out_u),
	.ram1_oe(ram1_oe_u),
	.ram1_we(ram1_we_u),
	.ram1_en(ram1_en_u),
	.seg_show(seg_show_u)
);
endmodule
`timescale 1ns / 1ps
module ram_controller(
	input en, re, we, 
	input [15:0]data_in,
	input [17:0]addr_in,
	output reg ram_en, ram_oe, ram_we, done, 
	output reg [17:0]addr,
	output reg [15:0]data_out, 
	inout wire [15:0] data
    );
parameter write_establish=300, write_hold=300, write_time=300;
parameter read_reference=300;
parameter done_hold=500_000_000_000;
initial
begin
	ram_en=0;
	ram_oe=0;
	ram_we=1;
	done=0;
end
always @(*)
begin
	addr=addr_in;
	ram_en=en;
end
reg flag;
assign data = (flag==0)?16'bz:data_in;
always @(re, we)
begin
	if(en==1) begin 
		data_out=16'b0;
		flag=0;
	end else 
		if(we==1) 
			begin
				data_out=data_in;
				ram_oe=1;
				flag=1;
				ram_we=0;
				done=1;
			end
		else if(re==1)
			begin
				ram_oe=0;
				done=1;
				flag=0;
			end
		else if(flag==1) 
			begin
				data_out=data_in;
				ram_we=1;
				done = 0;
			end
		else if(flag==0)
			begin
				data_out=data;
				done = 0;
			end
end
endmodule
`timescale 1ns / 1ps
module ram_full(
    input en, re, we, 
	input [15:0]data_in,
	input wire[16:0]addr,
	output reg done,
	output wire ram1EN, ram2EN, ram1OE, ram2OE, ram1WE, ram2WE,
	output wire [17:0]ram_addr1, ram_addr2,
	inout [15:0]ram_data1, ram_data2,
    output reg [15:0]data_out
    );
wire [17:0] addr_17;
wire done1, done2;
wire [15:0]data_out1;
wire [15:0]data_out2;
reg en1=0, en2=0;
assign addr_17[15:0] = addr[15:0];
assign addr_17[16] = 0;
assign addr_17[17] = 0;
always @(*)
begin
	if (en==1)
		begin
			en1=1;
			en2=1;
		end
	else if(addr[16]==0) 
		begin
		en1 = 0;
		en2 = 0;
		done = done1;
		data_out = data_out1;
		end
	else 
		begin
		en2 = 0;
		en1 = 0;
		done = done2;
		data_out = data_out2;
		end
end
ram_controller ram_ctrl_1(
	.en(en1), 
	.re(re), 
	.we(we), 
	.data_in(data_in),
	.addr_in(addr_17),
	.ram_en(ram1EN), 
	.ram_oe(ram1OE), 
	.ram_we(ram1WE), 
	.done(done1), 
	.addr(ram_addr1),
	.data_out(data_out1), 
	.data(ram_data1)
);
ram_controller ram_ctrl_2(
	.en(en2), 
	.re(re), 
	.we(we), 
	.data_in(data_in),
	.addr_in(addr_17),
	.ram_en(ram2EN), 
	.ram_oe(ram2OE), 
	.ram_we(ram2WE), 
	.done(done2), 
	.addr(ram_addr2),
	.data_out(data_out2), 
	.data(ram_data2)
);
endmodule
`timescale 1ns / 1ps
 module ram_state_machine(
   input wire rst,
   input wire clk,
   input wire en,
   input wire [15:0] sw,
	output wire [17:0] ram_addr1,
	inout wire [15:0] ram_data1,
	output wire [17:0] ram_addr2,
	inout wire [15:0] ram_data2,
	output wire ram1OE,
	output wire ram2OE,
	output wire ram1WE,
	output wire ram2WE,
	output wire ram1EN,
	output wire ram2EN,
   output reg [15:0] ledout,
   output wire [6:0] dyp0,
   output wire [6:0] dyp1,
   output wire rdn,
   output wire wrn
    );
reg re, we ;
reg ram_choose ; 
reg [15:0] data_in ;
reg [16:0] data_address ;
reg [3:0] CS, count ;
wire done ;
wire [15:0] data_out ;
parameter [3:0] start = 4'd0,
load_data1 = 1,
write_data1 = 2,
incre1 = 3, 
read_out1 = 4,
incre2 = 5,
read_before_write = 6,
decr = 7,
write_data2 = 8,
incre3 = 9,
read_out2 = 10,
incre4 = 11 ,
after_read=12,
term=13;
assign rdn=1;
assign wrn=1;
always @ (posedge clk or negedge rst)
begin
	if(!rst) 
		begin
			CS = start ;
			count = 0;
		end
	else
	case(CS)
		start:  
		begin
		   re = 0 ;
		   we = 0 ;
		   data_address = {0, sw} ;
		   CS = load_data1 ;
		end
		load_data1: 
		begin
		    count = 0 ;
			data_in = sw ;
			CS = write_data1 ; 
		end
		write_data1:  
		begin
			we = 1 ;
			CS = incre1 ;
		end
		incre1:  
		begin
			we = 0 ;
			count = count + 1 ;
			if(count <= 9)
			begin
				data_in = data_in + 1 ;
				data_address = data_address + 1 ;
				data_address[16] = data_address[16] & 0 ;  
				CS = write_data1 ;
			end
			else
			begin
				data_address = data_address - 10 ;
				data_address[16] = data_address[16] & 0 ;  
				CS = read_out1 ;
				count = 0;
			end
		end
		read_out1:  
		begin
			data_address = data_address + 1 ;
			re = 1 ;
			CS = incre2 ;
		end
		incre2:  
		begin
			re = 0 ;
			count = count + 1 ;
			if(count <= 9)
			begin
				CS = read_out1 ;
			end
			else
			begin
				CS = after_read ;
				count=0;
			end
		end
		after_read:  
		begin
			data_address = data_address - 9 ;
			CS = read_before_write;
		end
		read_before_write:  
		begin
			re = 1 ;
			CS = decr ;
		end
		decr:  
		begin
			re = 0 ;
			data_in = ram_data1 - 1; 
			CS = write_data2 ;
		end
		write_data2:  
		begin
			data_address[16] = data_address[16] | 1 ;
			we = 1 ;
			CS = incre3 ;
		end
		incre3:  
		begin
			we = 0 ;
			count = count + 1 ;
			if(count <= 9)
			begin
				data_address = data_address + 1 ;
				data_address[16] = data_address[16] & 0 ;
				CS = read_before_write ;
			end
			else
			begin
				data_address = data_address - 10 ;
				data_address[16] = data_address[16] | 1 ;
				count = 0;
				CS = read_out2 ;
			end
		end
		read_out2:  
		begin
			re = 1 ;
			data_address = data_address + 1 ;
			CS = incre4 ;
		end
		incre4:  
		begin
			re = 0 ;
			count = count + 1 ;
			if(count <= 9)
			begin
				CS = read_out2 ;
			end
			else
			begin
				CS = term ;
			end
		end
		term:
		begin
			CS = start;
		end
	endcase
end 
always @ (*)
begin
	case(CS)
		start: ledout[15:0] <= data_address[15:0] ;
		load_data1: ledout[15:0] <= data_in[15:0] ;
		default:
			begin
				ledout[15:8] <= data_address[7:0] ;
				ledout[7:0] <= data_out[7:0] ;			
			end
	endcase
end
seg_displayer seg_displayer0(
	.isHex(1),
	.num(CS),
	.seg(dyp0)
) ;
seg_displayer seg_displayer1(
	.isHex(1),
	.num(count),
	.seg(dyp1)
) ;
ram_full ram_full(
	.en(en),
	.re(re),
	.we(we),
	.data_in(data_in),
	.addr(data_address),
	.done(done),
	.data_out(data_out),
	.ram1EN(ram1EN),
	.ram2EN(ram2EN),
	.ram1OE(ram1OE),
	.ram2OE(ram2OE),
	.ram1WE(ram1WE),
	.ram2WE(ram2WE),
	.ram_addr1(ram_addr1),
	.ram_data1(ram_data1),
	.ram_addr2(ram_addr2),
	.ram_data2(ram_data2)
) ;  
endmodule
module seg_displayer(
	input wire isHex,
	input wire[3:0] num,
	output reg[6:0] seg
);
always @ (*) begin
	if (isHex) begin
		case (num)
			4'b0000:seg<=7'b0111111;
			4'b0001:seg<=7'b0000110;
			4'b0010:seg<=7'b1011011;
			4'b0011:seg<=7'b1001111;
			4'b0100:seg<=7'b1100110;
			4'b0101:seg<=7'b1101101;
			4'b0110:seg<=7'b1111101;
			4'b0111:seg<=7'b0000111;
			4'b1000:seg<=7'b1111111;
			4'b1001:seg<=7'b1101111;
			4'b1010:seg<=7'b1110111;
			4'b1011:seg<=7'b1111100;
			4'b1100:seg<=7'b0001101;
			4'b1101:seg<=7'b0111001;
			4'b1110:seg<=7'b1011110;
			4'b1111:seg<=7'b1111001;
			default:seg<=7'b0000000;
		endcase
	end else begin
		case (num)
			4'b0000:seg<=7'b1111110;
			4'b0001:seg<=7'b0110000;
			4'b0010:seg<=7'b1101101;
			4'b0011:seg<=7'b1111001;
			4'b0100:seg<=7'b0110011;
			4'b0101:seg<=7'b1011011;
			4'b0110:seg<=7'b1011111;
			4'b0111:seg<=7'b1110000;
			4'b1000:seg<=7'b1111111;
			4'b1001:seg<=7'b1110011;
			default:seg<=7'b0000000;
		endcase
	end
end
endmodule
module uart_controller(
	input wire en,
	input wire clk,
	input wire rst,
	input wire data_ready,
	input wire tbre,
	input wire tsre,
	inout wire[7:0] data,
	input wire[1:0] mode,
	input wire[7:0] data_in,
	output reg wrn,
	output reg rdn,
	output reg[7:0] data_out,
	output reg ram1_oe,
	output reg ram1_we,
	output reg ram1_en,
	output wire[6:0] seg_show
);
integer state;
reg[7:0] tmp_data=8'b0;
integer cnt=0;
reg[7:0] data_write;
reg[7:0] data_read;
reg readFlag;
seg_displayer seg_displayer0(
	.isHex(1),
	.num({2'b00,mode}),
	.seg(seg_show)
);
assign data=(readFlag==1)?{8{1'bz}}:data_write;
always @ (*) begin
	if (readFlag) begin
		data_read<=data;
	end
end
always @ (posedge clk or negedge rst) begin
	if (rst==0) begin 
		state<=0;
		data_out<=8'b0;
		ram1_en<=1;
		ram1_we<=1;
		ram1_oe<=1;
		rdn<=0;
		readFlag=0;
		cnt=0;
	end else begin
		if (cnt == 1023) begin 
			if (mode ==	2'b00) begin
					case (state) 
						0:begin 
							wrn<=1;
							ram1_en<=1;
							ram1_oe<=1;
							ram1_we<=1;
							state<=1;
							readFlag=0;
						end
						1:begin 
							data_write<=data_in;
							wrn<=0;
							state<=2;
						end
						2:begin 
							wrn<=1;
							state<=3;
						end
						3:begin 
							if (tbre==1) begin 
								state<=4;
							end
 						end
 						4:begin
 							if (tsre==1) begin 
 							end
 						end
						default:;
					endcase
			end else if (mode ==2'b01) begin
					case (state)
						0:begin 
							ram1_oe<=1;
							ram1_we<=1;
							ram1_en<=1;
							state<=1;
						end
						1:begin 
							readFlag=0;
							data_write<={8{1'bz}};
							rdn<=1;
							state<=2;
						end
						2:begin
							if (data_ready==1) begin
								rdn<=0;
								state<=3;
							end else if (data_ready== 0 )begin 
								state<=1;
							end
						end
						3:begin
							readFlag=1;
							data_out<=data_read;
							state<=0;
						end
						default : begin
							state<=0;
						end
					endcase
			end else if (mode == 2'b11) begin 
					case (state)
						0:begin 
							ram1_we<=1;
							ram1_oe<=1;
							ram1_en<=1;
							wrn<=1;
							state<=1;
						end
						1:begin 
							rdn<=1;
							readFlag=0;
							data_write<={8{1'bz}};
							state<=2;
						end
						2:begin 
							if (data_ready==1) begin 
								rdn<=0;
								state<=3;
							end else begin 
								state<=1;
							end
						end
						3:begin 
							readFlag=1;
							data_out<=data_read;
							tmp_data<=data_read;
							rdn<=1;
							wrn<=1;
							state<=4;
						end
						4:begin 
							tmp_data<=tmp_data+1;
							state<=5;
						end
						5:begin 
							readFlag=0;
							wrn<=0;
							data_write<=tmp_data;
							data_out<=tmp_data;
							state<=6;
						end
						6:begin 
							wrn<=1;
							state<=7;
						end
						7:begin 
							if (tbre==1) begin 
								state<=8;
							end
						end
						8:begin
							if (tsre ==1) begin 
								state<=0;
							end
						end
						default :;
					endcase
			end
			cnt=0;
		end else begin
			if (cnt <1023) begin 
				cnt=cnt+1;
			end
		end
	end
end
endmodule
### run.sh
#!/bin/bash
# OpenROAD 26Q1-2900-gdf79404cd8, Yosys 0.63+post, stock flow scripts
make -C /OpenROAD-flow-scripts/flow DESIGN_CONFIG=/design/flow/config.mk WORK_HOME=/design/flow/orfs finish
### config.mk
export PLATFORM = sky130hd
export DESIGN_NAME = machine_switcher
export DESIGN_NICKNAME = machine_switcher
export VERILOG_FILES = /design/flow/design.v
export SDC_FILE = /design/flow/constraint.sdc
export NUM_CORES = 4
export LEC_CHECK = 1
export CORE_UTILIZATION = 40
### constraint.sdc
current_design machine_switcher

set clk_period 5.0
set clk_io_pct 0.2

create_clock -name clk0 -period $clk_period [get_ports {clk_11}]

set non_clock_inputs [all_inputs -no_clocks]
set_input_delay [expr $clk_period * $clk_io_pct] -clock clk0 $non_clock_inputs
set_output_delay [expr $clk_period * $clk_io_pct] -clock clk0 [all_outputs]
==> notes.md <==
### Die
* FP Rows: 38
* width of the die: 107 um
* initial standard-cell utilization of the core: 41.0%
* Die Span Y: 107 um
* io pins: 132
* total die size: 11,500 um2
* total core area: 10,800 um2

### Route
* wire length reported by the detailed router: 8510 um
* drt via density: 4.89
* Ant. Diodes: 0
* detailed-route DRC error count: 0
* average wire per cell in the routed design: 13.7 um
* drt first pass iters: 4
* number of DRC markers in iteration 0: 224
* detailed-route via count: 3,034
* remaining antenna violation count: 0

### STA
* worst clock skew on the final layout: 0.0158 ns
* time the worst path needs with I/O delays and setup: 3.62 ns
* total count of max-transition violations in the final report: 0
* final hold violation count: 0
* number of unconstrained endpoints: 8
* transition time at the pin with the least slew margin: 0.698 ns
* unrepaired setup endpoints after global routing: no
* worst slack on hold paths: 0.492 ns
* register pins left without a clock: 8
* highest attainable clock frequency: 0.276 GHz
* Final WS setup: 1.38 ns
* worst relative slew slack: 53.5%
* fin crit share: 72.4%
* setup TNS: 0 ns
* Finish-stage setup viols: 0

### Logic synthesis
* mux contribution to synthesized area: 3.69%
* yosys stat area: 4440 um2
* simple share: 17.3%
* combinational family with the most area after synthesis: simple AND/OR/NAND/NOR gates
* top flip-flop cell by instance count after synthesis: sky130_fd_sc_hd__dfrtp_1
* Post-synth EDFFs: 17
* post-synthesis register bit count: 79
* cell total in the yosys stat output: 443
* Synth Warn #: 13
* number of cells produced by synthesis: 443
* Avg Inst Size Synth: 10.0 um2
* fraction of the mapped netlist area in adder cells: 2.25%
* Yosys cell types: 50
* post-synth design cell area: 4440 um2
* xor+xnor area frac: 5.52%
* post-synthesis share of cell area spent on and-or and or-and gates: 10.1%
* asr flop ratio synth: 68.4%

### Pwr
* leakage power of the design: 2.12 nW
* total power after layout: 1.18 mW
* peak ir drop on the vdd network: 0.125 mV
* pwr dens: 244 nW/um2

### Placed design
* dpl ws: 1.38 ns
* number of placed instances, taps included: 604
* post-placement cell area: 4600 um2
* Placer Congestion: 0.836
* count of input and output buffers: 33
* half-perimeter wire length of the detailed placement result: 5930 um

### Setup path
* startpoint type of the worst setup path: input pin
* launch point of the worst path: sw[1]
* data required time at the worst endpoint: 4.00 ns
* kind of critical path: input pin to output port
* setup slack of the most critical reg-to-reg path: 2.22 ns
* r2r endpoint: ram_data1[5]$_DFFE_PP_
* worst reg2reg startpoint: uart_controller0.cnt[13]$_DFFE_PN0P_
* number of cell instances on the worst register-to-register path: 6
* arrival time reported for the critical path endpoint: 2.62 ns
* Critical Path Sink: dyp0[5]
* endpoint kind of the worst setup timing path: output port
* worst-path maximum fanout: 25

### CTS
* total number of H-tree levels: 3
* insertion delay of the later-clocked pin in the worst-skew pair: 0.36 ns
* CTS tree: yes
* total CTS buffers: 9
* number of buffers on the longest clock path: 2
* post-CTS sizing: 0
* hold buffer count at CTS: 0
* clock transition at the registers of the reported paths: 0.07 ns
* Clk Tree Root Cell: sky130_fd_sc_hd__clkbuf_8
* post-CTS setup repair buffer count: 0

### Cells and area
* area of all placed cells without fillers: 4830 um2
* final design utilization: 44.5%
* synthesis-to-layout area growth: 8.67%
* Non-Filler Instances: 620
* fraction of layout instances using a drive strength above 1: 10.0%

### Global routing
* overflow left after global routing: 0
* vias in the first global route: 2,724
* global routing usage summed across all routing layers: 15.9%
* initial antenna violation count: 0
* pin count of the biggest net entering global routing: 56
* wire length of the first global-routing pass: 14,000 um

### Min path
* min-delay src: uart_controller0.cnt[16]$_DFFE_PN0P_
* Hold/Removal Path Class: flop to flop

### Run status
* outcome: completed

### Job
* maximum capacitance violations: 0
* tool warnings: 41

worst max-delay path, stage by stage:
cell and delay [ns]:
sky130_fd_sc_hd__clkdlybuf4s50_1 0.50, sky130_fd_sc_hd__inv_1 0.14, sky130_fd_sc_hd__ha_1 0.17, sky130_fd_sc_hd__buf_4 0.28, sky130_fd_sc_hd__clkdlybuf4s50_1 0.52
layout by cell type, fill, tap and decap left out, types with 14 or more instances in the layout:
cell type	instances
sky130_fd_sc_hd__o21ai_0	14
sky130_fd_sc_hd__nand2_1	21
sky130_fd_sc_hd__dfrtp_1	50
sky130_fd_sc_hd__nand4_1	14
sky130_fd_sc_hd__clkdlybuf4s50_1	32
sky130_fd_sc_hd__a21oi_1	15
sky130_fd_sc_hd__xnor2_1	15
sky130_fd_sc_hd__nor2_1	22
sky130_fd_sc_hd__edfxtp_1	17
sky130_fd_sc_hd__conb_1	79
sky130_fd_sc_hd__nand3_1	16
sky130_fd_sc_hd__nor3_1	19
per-layer routing:
metal / vias to the layer above / GRT usage [%] / wire length, um
met5: - / 0 / 0
met4: 0 / 1.47 / 47
met3: 4 / 3.64 / 544
met2: 106 / 23.5 / 3880
met1: 1435 / 25.4 / 4040
li1: 1489 / - / -
power breakdown:
| part | switching, mW | total (mW) | internal (mW) |
|---|---|---|---|
| clock network | 0.240 | 0.527 | 0.287 |
| registers | 0.00158 | 0.596 | 0.594 |
| logic | 0.0289 | 0.0564 | 0.0275 |
| total | 0.270 | 1.18 | 0.909 |
logic make-up after synthesis:
logic type                 count (synthesis)
DFF                                       71
adders and majority gates                  8
latches                                    8
xor gates and xnor gates                  28
buffers and inverters                    106
other                                      2
muxes                                     15
AOI/OAI and AO/OA                         67
and+or+nand+nor                          138
cells in the mapped netlist (2+ instances only):
| master | count | share of area, % |
|---|---|---|
| sky130_fd_sc_hd__clkbuf_1 | 7 | 0.59 |
| sky130_fd_sc_hd__o21ai_0 | 14 | 1.6 |
| sky130_fd_sc_hd__nor4_1 | 13 | 1.8 |
| sky130_fd_sc_hd__buf_4 | 82 | 14 |
| sky130_fd_sc_hd__dfstp_2 | 4 | 2.4 |
| sky130_fd_sc_hd__dlxtp_1 | 8 | 2.7 |
| sky130_fd_sc_hd__nand3_1 | 16 | 1.8 |
| sky130_fd_sc_hd__mux2_2 | 10 | 2.5 |
| sky130_fd_sc_hd__and4_1 | 4 | 0.79 |
| sky130_fd_sc_hd__ha_1 | 8 | 2.3 |
| sky130_fd_sc_hd__nor2b_1 | 2 | 0.28 |
| sky130_fd_sc_hd__buf_2 | 4 | 0.45 |
| sky130_fd_sc_hd__and3_1 | 6 | 0.84 |
| sky130_fd_sc_hd__conb_1 | 2 | 0.17 |
| sky130_fd_sc_hd__a2bb2oi_1 | 8 | 1.6 |
| sky130_fd_sc_hd__xor2_1 | 13 | 2.6 |
| sky130_fd_sc_hd__dfrtp_1 | 50 | 28 |
| sky130_fd_sc_hd__a31oi_1 | 3 | 0.42 |
| sky130_fd_sc_hd__or3_1 | 2 | 0.28 |
| sky130_fd_sc_hd__nor2_1 | 22 | 1.9 |
| sky130_fd_sc_hd__and3_2 | 2 | 0.34 |
| sky130_fd_sc_hd__a21o_1 | 5 | 0.84 |
| sky130_fd_sc_hd__and2_1 | 2 | 0.28 |
| sky130_fd_sc_hd__a21oi_1 | 15 | 1.7 |
| sky130_fd_sc_hd__o31ai_1 | 2 | 0.34 |
| sky130_fd_sc_hd__a22o_1 | 4 | 0.79 |
| sky130_fd_sc_hd__nand2b_1 | 7 | 0.99 |
| sky130_fd_sc_hd__nand2_1 | 21 | 1.8 |
| sky130_fd_sc_hd__xnor2_1 | 15 | 3.0 |
| sky130_fd_sc_hd__inv_1 | 11 | 0.93 |
| sky130_fd_sc_hd__nor3_1 | 19 | 2.1 |
| sky130_fd_sc_hd__o22ai_1 | 10 | 1.4 |
| sky130_fd_sc_hd__edfxtp_1 | 17 | 11 |
| sky130_fd_sc_hd__a32o_1 | 3 | 0.68 |
| sky130_fd_sc_hd__nand4_1 | 14 | 2.0 |
| sky130_fd_sc_hd__mux2i_1 | 4 | 0.90 |
worst min path at each step:
stage     cells past startpoint                                   end
6_report                      1  uart_controller0.cnt[16]$_DFFE_PN0P_
5_1_grt                       1  uart_controller0.ram1_we$_DFFE_PN1P_
4_1_cts                       1  uart_controller0.cnt[16]$_DFFE_PN0P_
layout make-up:
type,instances,area [um2]
clock buffers,9,124
clock inverters,7,104
fillers,1006,6010
inverters,11,41.3
multi-input cells,335,2030
flip-flops and latches,79,1990
well taps,140,175
repair buffers,39,370
state kept, by name (all words and copies together), names as in the netlist, 8 cells and up:
signal / count
uart_controller0.state: 9
uart_controller0.tmp_data: 8
uart_controller0.cnt: 32
uart_controller0.data_read: 8
uart_controller0.data_out: 8
ram_data1: 8
Power figures rest on the tool's default switching activity, not on a simulated workload.
